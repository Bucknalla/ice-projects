===== /design/flow/config.mk =====
export PLATFORM = sky130hd
export DESIGN_NAME = demo
export DESIGN_NICKNAME = demo
export VERILOG_FILES = /design/flow/design.v
export SDC_FILE = /design/flow/constraint.sdc
export NUM_CORES = 4
export LEC_CHECK = 1
export CORE_AREA = 10 10 91 91
export DIE_AREA = 0 0 101 101

===== /design/flow/constraint.sdc =====
current_design demo

set clk_period 4.2
set clk_io_pct 0.2

create_clock -name clk0 -period $clk_period [get_ports {clk}]

set non_clock_inputs [all_inputs -no_clocks]
set_input_delay [expr $clk_period * $clk_io_pct] -clock clk0 $non_clock_inputs
set_output_delay [expr $clk_period * $clk_io_pct] -clock clk0 [all_outputs]

===== /design/flow/design.v =====
`default_nettype none  
module demo(
   input      clk,
   output reg LED1,
   output reg LED2,
   output     LED3,
   output     LED4,
   output     LED5,
   input      PMOD1,  
   input      PMOD2,  
   input      PMOD3,  
   input      PMOD4   
);
   reg [15:0]  cnt1;
   reg [6:0]   cnt2;
   reg [1:0]   dec_cntr;
   reg 	      half_sec_pulse;
   wire   inA;
   wire   inB;
   wire   runstop;
   wire   reset;
   assign inA = PMOD1;
   assign inB = PMOD2;
   assign runstop = PMOD3;
   assign reset = PMOD4;
   wire   carry;
   reg 	 carrylatch;
   assign LED2 = carry;
   always @ (posedge clk)
      begin
	      LED1 <= inA ^ inB;    
	      carry <= inA & inB;   
      end
   assign LED3 = carrylatch;
   always @ (posedge clk)
      begin
	      if (reset == 1'b1)
            carrylatch <= 1'b0;
	      else
            begin
	            if (carry)
                  carrylatch <= 1'b1;
	         end
      end
	always @ (posedge clk)
	   begin
	      if (reset == 1'b1)
	         begin
		         cnt1 <= 0;
	            cnt2 <= 0;
		         half_sec_pulse <= 0;
		         dec_cntr <= 0;
	         end
	      else if (runstop == 1'b0)   
	         begin
		         cnt1 <= cnt1 + 1;
		         if (cnt1 == 0)
   		         if (cnt2 == 91)
   		            begin
   			            cnt2 <= 0;
   			            half_sec_pulse <= 1;
   		            end
   			      else
   			         cnt2 <= cnt2 + 1;
		         else
		            half_sec_pulse <= 0;
		         if (half_sec_pulse == 1)
		            dec_cntr <= dec_cntr + 1;  
	         end
	   end
   assign LED5 = (dec_cntr == 2) ;
   assign LED4 = dec_cntr[0];
endmodule

===== /design/flow/run.sh =====
#!/bin/bash
# OpenROAD 26Q1-2900-gdf79404cd8, Yosys 0.63+post, stock flow scripts
make -C /OpenROAD-flow-scripts/flow DESIGN_CONFIG=/design/flow/config.mk WORK_HOME=/design/flow/orfs finish

==> Slide: Implementation Results <==
Synthesis and Place & Route Summary

Synth
  • Synthesis Warnings: 3
  • Post-Syn Area per Cell: 8.783 sq um
  • Yosys Instances: 152
  • Cells after Synth: 152
  • Yosys synthesis chip area: 1335 sq um
  • Seq cells post-synth: 29
  • Post-synth seq share: 0.4349
  • Yosys cell types: 31
  • Mapped cell area: 1335 sq um

Detailed routing
  • Via Count: 1046
  • Initial DRC Count: 48
  • Vias per cell: 4.322
  • Routed length per instance: 10.46 um
  • Drt drc: 0
  • Ant. Diodes: 0
  • First drt pass iteration count: 4
  • Post-route ant nets: 0
  • Final WL: 2.531 mm

Floorplanning
  • Chip Area: 10200 sq um
  • FP Core Util: 0.2102
  • Num rows: 29
  • Horiz. Die Dim: 101 um
  • Die height: 101 um
  • Area of the core: 6350 sq um
  • Top-level port count: 10

Clocking
  • Root Buffer: clkbuf_8
  • H-tree lvl count: 2
  • Clock latency on the worst-skew pair: 270 ps
  • Clock-pin slew on the worst setup and hold paths: 60 ps
  • # hold bufs at CTS: 0
  • Postcts setup bufs: 0
  • CTS tree: yes
  • PostCTS Resize Cnt: 0
  • TritonCTS Buffers: 5
  • Longest Clk Path Bufs: 2
  • Clk sinks: 29

Flow run
  • Tool Warnings: 26
  • Max-Cap Viols: 0

Timing
  • RSZ-0062 raised after global routing: false
  • Max Slew Vio Count: 0
  • Cycle use final: 0.6803
  • Fmax: 350.0 MHz
  • Clk_skew: 2.801 ps
  • Setup Viol. Count Final: 0
  • Final Critical Period: 2857 ps
  • Final hold viol count: 0
  • Worst Tran Pin Value: 346.7 ps
  • Setup tns final: 0 ps
  • Max_slew headroom: 0.7676

Worst hold path
  • Worst min path class: flip-flop to flip-flop

Setup path
  • Critical Path Sink Type: flip-flop
  • Worst EP required: 4370 ps
  • CP Launch Type: input port
  • Crit-path max FO: 11
  • WP data arrival: 3020 ps
  • Setup CP Type: input port to flip-flop

Power
  • Pwr Total: 621.5 uW
  • VDD IR max: 0.1249 mV
  • Sequential power share: 0.462
  • Logic pwr share: 0.059
  • P_int: 493.5 uW
  • Sw Ratio: 0.2060
  • Net Switching: 128.0 uW
  • Static Leak: 0.5266 nW
  • Clk pwr share: 0.478
  • Pwr dens: 383.9 nW/um^2

GRT
  • Antenna violations before repair: 0
  • Largest net degree at the start of global routing: 34
  • First-pass GRT wire length: 4.471 mm
  • GR Overflow Total: 0
  • Vias in the first global route: 993
  • GRT Overall Usage: 0.05119

Final layout
  • Top cell excl fill/tap: dfxtp_1
  • Number of fill cells: 667
  • Area Growth Syn to Fin: 21.27%
  • Commonest non-fill, non-tap cells in the layout: 29 x dfxtp_1, 19 x nor2_1, 9 x xnor2_1, 9 x a21oi_1, 9 x clkdlybuf4s50_1
  • Non-Filler Instances: 242
  • Share of cells above drive strength 1: 0.07879

Placement
  • Dpl cells: 234
  • HPWL reported at the end of detailed placement: 1.714 mm
  • GPL Wtd Cong: 0.7971
  • PortBufs: 9

Outcome
  • Status: finished, final reports clean
final timing paths:
path                                 start          to  slack, ps  cells after the start
worst max-delay path                 PMOD3     cnt2[5]       1340                      5
worst min-delay path            carrylatch  carrylatch        470                      2
worst max register to register     cnt1[0]     cnt2[5]       1890                      6
worst min register to register  carrylatch  carrylatch        470                      2
worst max-delay path, stage by stage:
cell	delay, ps
clkdlybuf4s50_1	580
or4_1	570
or4_4	490
nor3_1	190
mux2_2	350
power by group through the flow:
stage | registers (mW) | clock network, mW | logic (mW)
after global routing | 0.288 | 0.322 | 0.0416
final | 0.287 | 0.297 | 0.0367
after CTS | 0.287 | 0.311 | 0.0373
registers in the layout, indices dropped and copies added, names as in the netlist:
| name | count |
|---|---|
| half_sec_pulse | 1 |
| dec_cntr | 2 |
| carrylatch | 1 |
| LED1 | 1 |
| cnt1 | 16 |
| cnt2 | 7 |
| carry | 1 |
cells in the mapped netlist:
cell type / n / area, sq um
mux2_2: 1 / 11.26
or2_2: 1 / 6.260
nand4b_1: 1 / 8.760
mux2i_1: 2 / 20.02
o31ai_1: 1 / 7.510
o41ai_1: 1 / 8.760
nand2b_1: 4 / 25.02
or3_1: 5 / 31.28
or4b_1: 1 / 10.01
xnor2_1: 9 / 78.83
nand3_1: 6 / 30.03
a21oi_1: 9 / 45.04
inv_1: 8 / 30.03
nand2_1: 6 / 22.52
or4_4: 2 / 22.52
xor2_1: 2 / 17.52
nor3_1: 5 / 25.02
o21ai_0: 8 / 40.04
nand4_1: 1 / 6.260
buf_6: 1 / 11.26
ha_1: 5 / 62.56
nor2_1: 19 / 71.32
clkbuf_1: 4 / 15.01
or4_1: 7 / 52.55
nor4_1: 5 / 31.28
nand3b_1: 3 / 22.52
a211oi_1: 1 / 7.510
nor2b_1: 3 / 18.77
o21ba_2: 1 / 10.01
o21ai_1: 1 / 5.000
dfxtp_1: 29 / 580.6
cell type report:
cell class | count | area (sq um) | share of cell area
Multi-Input combinational cell | 110 | 698.2 | 0.4312
Sequential cell | 29 | 580.6 | 0.3586
Timing Repair Buffer | 10 | 97.59 | 0.06028
Tap cell | 77 | 96.34 | 0.05951
Clock buffer | 7 | 86.33 | 0.05332
Clock inverter | 1 | 30.03 | 0.01855
Inverter | 8 | 30.03 | 0.01855
kinds of logic (layout without fill, tap and decap cells):
family,count (synthesis),after routing,synth area share
fa+ha+maj,5,5,0.04686
simple gates,69,69,0.2877
mux,3,3,0.02343
flops,29,29,0.4349
buf+inv,13,26,0.04217
compound gates,22,22,0.09278
xor+xnor,11,11,0.07217
through the flow:
stage,cell area (sq um),utilization,hold slack (ps),worst slack (ps)
global placement,1503,0.2367,450.2,1079
finish,1619,0.2550,468.3,1343
detailed placement,1503,0.2367,464.5,1049
global route,1619,0.2550,507.6,1231
CTS,1619,0.2550,480.4,1329
floorplan,1335,-,411.4,1695
per-layer routing:
metal	part of all wire	global-route usage	vias up
li1	-	-	560
met1	0.52	0.07067	471
met2	0.43	0.07912	13
met3	0.032	0.01178	2
met4	0.019	0.01286	0
met5	0	0	-
No activity file was given, so power comes from the tool's default toggle rates.
