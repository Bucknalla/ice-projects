`run.sh`:
```
#!/bin/bash
# OpenROAD 26Q1-2900-gdf79404cd8, Yosys 0.63+post, stock flow scripts
make -C /OpenROAD-flow-scripts/flow DESIGN_CONFIG=/design/flow/config.mk WORK_HOME=/design/flow/orfs finish
```
`config.mk`:
```
export PLATFORM = sky130hd
export DESIGN_NAME = spi_master
export DESIGN_NICKNAME = spi_master
export VERILOG_FILES = /design/flow/design.v
export SDC_FILE = /design/flow/constraint.sdc
export NUM_CORES = 4
export LEC_CHECK = 1
export CORE_AREA = 10 10 97 97
export DIE_AREA = 0 0 107 107
```
`constraint.sdc`:
```
current_design spi_master

set clk_period 3.9
set clk_io_pct 0.2

create_clock -name clk0 -period $clk_period [get_ports {clk}]

set non_clock_inputs [all_inputs -no_clocks]
set_input_delay [expr $clk_period * $clk_io_pct] -clock clk0 $non_clock_inputs
set_output_delay [expr $clk_period * $clk_io_pct] -clock clk0 [all_outputs]
```
`design.v`:
```
module spi_master #(parameter CLK_DIV = 2)(
   input             clk,
   input             rst,
   input             miso,
   output            mosi,
   output            sck,
   input             start,
   input    [7:0]    data_in,
   output   [7:0]    data_out,
   output            busy,
   output            new_data
);
	localparam STATE_SIZE = 2;
	localparam IDLE = 2'd0, WAIT_HALF = 2'd1, TRANSFER = 2'd2;
	reg [STATE_SIZE-1:0] state_d, state_q;
	reg [7:0] data_d, data_q;
	reg [CLK_DIV-1:0] sck_d, sck_q;
	reg mosi_d, mosi_q;
	reg [2:0] ctr_d, ctr_q;
	reg new_data_d, new_data_q;
	reg [7:0] data_out_d, data_out_q;
	assign mosi = mosi_q;
	assign sck = (~sck_q[CLK_DIV-1]) & (state_q == TRANSFER);
	assign busy = state_q != IDLE;
	assign data_out = data_out_q;
	assign new_data = new_data_q;
	always @ (*) begin
      sck_d = sck_q;
      data_d = data_q;
      mosi_d = mosi_q;
      ctr_d = ctr_q;
      new_data_d = 1'b0;
      data_out_d = data_out_q;
      state_d = state_q;
    	case (state_q)
   		IDLE: begin
        		sck_d = 4'b0;                   
        		ctr_d = 3'b0;                   
        		if (start == 1'b1) begin        
          			data_d = data_in;         
          			state_d = WAIT_HALF;      
        		end
   		end
   		WAIT_HALF: begin
        		sck_d = sck_q + 1'b1;                   
        		if (sck_q == {CLK_DIV-1{1'b1}}) begin   
          			sck_d = 1'b0;                     
          		state_d = TRANSFER;                  
        		end
   		end
   		TRANSFER: begin
        		sck_d = sck_q + 1'b1;                            
        		if (sck_q == 4'b0000) begin                      
          		mosi_d = data_q[7];                           
        		end
				else if (sck_q == {CLK_DIV-1{1'b1}}) begin       
          		data_d = {data_q[6:0], miso};                 
        		end
				else if (sck_q == {CLK_DIV{1'b1}}) begin         
       			ctr_d = ctr_q + 1'b1;                         
       			if (ctr_q == 3'b111) begin                    
		            state_d = IDLE;                            
		            data_out_d = data_q;                       
		            new_data_d = 1'b1;                         
       			end
        		end
   		end
    	endcase
  	end
  	always @ (posedge clk) begin
    	if (rst) begin
			ctr_q <= 3'b0;
			data_q <= 8'b0;
			sck_q <= 4'b0;
			mosi_q <= 1'b0;
			state_q <= IDLE;
			data_out_q <= 8'b0;
			new_data_q <= 1'b0;
    	end
		else begin
			ctr_q <= ctr_d;
			data_q <= data_d;
			sck_q <= sck_d;
			mosi_q <= mosi_d;
			state_q <= state_d;
			data_out_q <= data_out_d;
			new_data_q <= new_data_d;
    	end
	end
endmodule
```
==> job_summary.md <==
## Synthesis and layout report

| Metric | Value |
|---|---|
| Tightest Hold Check Type | register to register |
| Peak supply drop | between 0.00015 and 0.0002 V |
| FF+latch area | ~500 sq um |
| Max frequency | roughly 0.35 GHz |
| Fillers | about 810 |
| Port Buffer Count | 23 |
| Detail Placement HPWL | 2.43 mm |
| Area Overhead vs Synth | 25.4% |
| Fin cells | 270 |
| Late-Pin Clk Latency | 0.27 ns |
| Final setup viols | 0 |
| Cell Pwr Density | 514 nW/um^2 |
| Top delay family on crit path | adder cells |
| Syn Area/Cell | 9.29 sq um |
| TritonCTS clock tree | built |
| Num CTS Buffers | 3 |
| Max H-tree Level | 1 |
| N_diodes | 0 |
| Slowest library cell on the worst path | ha_1 |
| Row cnt | 31 |
| Drt first pass iters | 4 |
| Final wirelength | 3.24 mm |
| Crit-path max FO | 19 |
| RSZ-0062 raised after global routing | no |
| Worst rel slew slack | 50.3% |
| Clock sink count | 25 |
| Pin count of the biggest net entering global routing | 31 |
| Synth Seq Share | a little over a third |
| Synthesized area | ~1400 sq um |
| Core Box Area | approximately 7300 sq um |
| Initial antenna violation count | 0 |
| Die width | roughly 110 microns |
| Tool warnings | 33 |
| Post-cts sizing count | 0 |
| Fin crit share | roughly three quarters |
| Reg clk slew, reported paths | roughly 0.09 ns |
| Critical Path RT | around 3.1 ns |
| Hold Vio Cnt, Final | 0 |
| Max Transition Viols Final | 0 |
| Inst Count DP | ~270 |
| Vias in the first global route | roughly 1,100 |
| Final min period | between 2 and 3 ns |
| AND-OR/OR-AND Cells, Area Fraction | 14.4% |
| Mapped Cells | 153 |
| Vias | 1,118 |
| DIE HEIGHT | 107 microns |
| Comb. cell area | 852 sq um |
| CP Cell Sequence | inv_1 -> ha_1 -> nor2b_1 -> clkdlybuf4s50_1 |
| Crit path kind | register to primary output |
| Cts-stage hold buffer count | 0 |
| I/O pins | 24 |
| Number of cells in Yosys stat | ~150 |
| Crit path DAT | 2.10 ns |
| Final clock skew | around 0.0028 ns |
| Layout cells sized above 1 | roughly a tenth |
| Ys Warns | 1 |
| WL/cell | around 12 microns |
| CP endpoint kind | primary output |
| Critical path buffer and inverter count | 2 |
| Startpoint types | register |
| RD Place Congestion | about 0.77 |
| First-pass GRT wire length | around 5.2 mm |
| Routed vias/inst | just over 4 |
| Status | completed |
| Area fraction in xor and xnor cells | 0% |
| Setup repair bufs after CTS | 0 |
| CP max stage delay | about 0.66 ns |
| Residual DRC | 0 |
| MUX share of area | a little under an eighth |
| Yosys chip area | between 1000 and 1500 sq um |
| Die ar. | roughly 11,000 sq um |
| Floorplan utilization | roughly a fifth |
| DRT iter0 DRCs | about 46 |
| Clk root buf | clkbuf_8 |
| Synth cell types | 33 |
| Synth Register Bits | 25 |
| Total Neg Setup Slack | 0 ns |
| Slew @ Worst Pin | 0.745 ns |
| Adders+Majority by Area | a little over a tenth |
| Post-DRT Antenna Nets | 0 |
| Leakage | 0.659 nW |
| Grt total ovfl | 0 |
| Simple share | between 20% and 30% |
| CTS Buffer Depth | 2 |
| MaxCap Viol Count | 0 |
| Logic family by area | simple AND/OR/NAND/NOR gates |
| Tot GR Track Use | under 10% |
==> layout make-up <==
class,instances,share of cell area [%]
multi-input combinational,113,47.8
sequential,25,28.1
timing repair buffer,24,13.3
tap,99,6.95
clock buffer,3,2.32
inverter,5,1.05
clock inverter,1,0.421
==> worst paths after layout <==
kind / start / endpoint / slack, ns / depth (start not counted)
max: state_q[0] / sck / 1.02 / 4
min: mosi_q / mosi_q / 0.46 / 2
min reg2reg: mosi_q / mosi_q / 0.46 / 2
max reg2reg: state_q[0] / data_q[1] / 1.89 / 5
==> registers in the layout, indices dropped and copies added (netlist names) <==
signal	count
new_data_q	1
mosi_q	1
data_out_q	8
sck_q	2
data_q	8
state_q	2
ctr_q	3
==> per-layer routing <==
metal	vias up	wire length, microns	GRT usage [%]	share of wire, %
li1	592	-	-	-
met1	494	1560	7.41	48
met2	30	1380	8.08	43
met3	2	265	1.33	8.2
met4	0	37	0.870	1.1
met5	-	0	0	0
==> power breakdown <==
part	total, W	internal, W	switching, W
Sequential	0.000354	0.000309	0.0000451
Combinational	0.000404	0.000192	0.000213
Clock	0.000158	0.0000724	0.0000857
==> per-stage QoR <==
| step | cell area [sq um] | setup WS, ns | hold WS [ns] | total power [W] | util, % |
|---|---|---|---|---|---|
| 5_1_grt | 1780 | 0.866 | 0.480 | 0.000982 | 24.4 |
| 3_5_place_dp | 1730 | 1.30 | 0.450 | 0.000763 | 23.8 |
| 2_1_floorplan | 1420 | 2.05 | 0.422 | 0.000670 | - |
| 3_3_place_gp | 1730 | 1.34 | 0.451 | 0.000759 | 23.8 |
| 6_report | 1780 | 1.02 | 0.460 | 0.000916 | 24.4 |
| 4_1_cts | 1780 | 1.00 | 0.466 | 0.000924 | 24.4 |
==> worst min-delay path: stages, from the launching register on <==
cell and delay (ns):
dfxtp_1 0.32, nand2_1 0.05, a21oi_1 0.05
==> synthesized netlist by cell type, drive strengths merged <==
cell	n	area (sq um)
a2111oi	1	27.5
a21o	1	7.51
nor2b	5	38.8
nand3b	4	42.5
a31oi	8	50.1
buf	3	23.8
dfxtp	25	500
mux2	10	116
nand2b	7	43.8
or3b	2	17.5
nand2	5	18.8
and3b	1	8.76
a21oi	12	63.8
ha	12	150
nand3	8	40.0
or2b	1	7.51
mux2i	5	50.1
o211ai	1	7.51
a22o	1	8.76
clkbuf	7	26.3
inv	5	18.8
and2	1	6.26
nor3	9	45.0
o21ai	8	40.0
nor2	3	11.3
nor4	8	50.1
==> kinds of logic after synthesis <==
kind of cell / after synthesis
multiplexers: 15
AND-OR/OR-AND: 32
adder cells (fa/ha/maj): 12
AND/OR/NAND/NOR: 54
flip-flops: 25
buffers and inverters: 15
==> cell usage in the layout (no fill, tap or decap), types with 2 or more instances in the layout <==
cell / netlist / routed
dfxtp_1: 25 / 25
o21ai_0: 8 / 8
mux2i_1: 5 / 5
nand2_1: 5 / 5
nor2_1: 3 / 3
nor3_1: 9 / 9
nand3b_1: 3 / 3
clkdlybuf4s50_1: 0 / 23
nor2b_1: 4 / 4
a21oi_1: 11 / 11
a31oi_1: 8 / 8
mux2_1: 2 / 2
or3b_1: 2 / 2
inv_1: 5 / 5
nand3_1: 8 / 8
ha_1: 12 / 12
nor4_1: 8 / 8
clkbuf_8: 0 / 3
nand2b_1: 7 / 7
mux2_2: 7 / 7
Power and IR drop assume default switching activity.
