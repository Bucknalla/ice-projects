<file path="design/flow/design.v">
module counter (
	input  clk,
	output LED1,
	output LED2,
	output LED3,
	output LED4,
	output LED5
);
	localparam BITS = 5;
	localparam LOG2DELAY = 22;
	reg [BITS+LOG2DELAY-1:0] counter = 0;
	reg [BITS-1:0] outcnt;
	always @ (posedge clk)
		begin
			counter <= counter + 1;
			outcnt <= counter >> LOG2DELAY;
		end
	assign {LED1, LED2, LED3, LED4, LED5} = outcnt ^ (outcnt >> 1);  
endmodule
</file>
<file path="design/flow/run.sh">
#!/bin/bash
# OpenROAD 26Q1-2900-gdf79404cd8, Yosys 0.63+post, stock flow scripts
make -C /OpenROAD-flow-scripts/flow DESIGN_CONFIG=/design/flow/config.mk WORK_HOME=/design/flow/orfs finish
</file>
<file path="design/flow/config.mk">
export PLATFORM = sky130hd
export DESIGN_NAME = counter
export DESIGN_NICKNAME = counter
export VERILOG_FILES = /design/flow/design.v
export SDC_FILE = /design/flow/constraint.sdc
export NUM_CORES = 4
export LEC_CHECK = 1
export CORE_AREA = 10 10 90 90
export DIE_AREA = 0 0 100 100
</file>
<file path="design/flow/constraint.sdc">
current_design counter

set clk_period 3.6
set clk_io_pct 0.2

create_clock -name clk0 -period $clk_period [get_ports {clk}]

set non_clock_inputs [all_inputs -no_clocks]
set_input_delay [expr $clk_period * $clk_io_pct] -clock clk0 $non_clock_inputs
set_output_delay [expr $clk_period * $clk_io_pct] -clock clk0 [all_outputs]
</file>
==> summary.txt <==
Status of the implementation.

- The height of the die is approximately 100 um, for reference.
- At the pin with the least slew margin, the transition time is around 0.57 ns.
- Setup repair after global routing left no endpoint under its margin.
- At the floorplan stage, the core utilization is reported as 0.1880.
- After detailed routing, the number of remaining DRC violations is 0.
- The proportion of layout cells with a drive suffix above 1 is 0.1066, for reference.
- The count of standard-cell rows is 29, for reference.
- The critical path endpoint has a required time of between 2 and 3 ns.
- The number of detailed-routing iterations run before antenna repair is 4, for reference.
- STA classifies the critical path endpoint as an output port.
- The library cell used most frequently in the layout, excluding fill and tap cells, is dfxtp_1.
- Once iteration 0 of detailed routing completed, the report listed 35 DRC markers.
- The worst setup path is launched from a flop.
- Clock tree synthesis inserted a total of 5 buffers.
- Based on the critical path, the design can be clocked at up to 0.5089 GHz.
- The CTS sink count is 32, for reference.
- The slew check shows that the tightest pin keeps a relative margin of 0.6154.
- The netlist area before placement is between 1000 and 1500 sq um, for reference.
- At the later pin of the worst-skew pair, clock insertion delay measures 0.28 ns.
- TritonCTS built the clock tree.
- In this run the full chip footprint comes out at roughly 10000 sq um.
- In the final timing run, aggregate negative setup slack is 0 ns.
- The final weighted congestion recorded by global placement is approximately 0.78.
- The total routing usage reported by global routing is 0.03822, for reference.
- The count of warnings emitted by yosys is 1, for reference.
- In this run the VDD rail shows a maximum IR drop of about 0.12 mV.
- In this run the layout overhead on the synthesized area is reported as 20.36%.
- From left edge to right edge, the die measures 100 um.
- The ratio of final minimum period to clock period is 0.5458, for reference.
- The placed wire-length estimate after detailed placement is between 1000 and 1500 um, for reference.
- The deepest clock path buffer count is 2, for reference.
- The cell count after synthesis is ~110, for reference.
- The adder-cell share of the synthesized area is 0.01060, for reference.
- The critical path class is flop to output port, for reference.
- The post-synthesis sequential element count is 32, for reference.
- The routed design shows a wire length per standard cell of 9.010 um.
- The I/O pin count is 6, for reference.
- The largest net degree at the start of global routing is 11, for reference.
- Per the post-route antenna check, the number of violating nets is 0.
- Clock skew on the completed layout was measured at just under 0.007 ns.
- The final antenna diode tally reported by the flow is 0.
- The total via count in the routed design is between 700 and 800, for reference.
- Data arrives at the worst endpoint at about 1.2 ns.
- The flow ran to the end, and the final reports show no timing, DRC or antenna violations.
- Per the timing report, the biggest fanout along the worst path comes to 2.
- The number of gates resized after CTS was 0.
- Summed over all layers, the global routing overflow is 0.
- The final critical-path required period is around 2.0 ns, for reference.
- The power density over the cells is between 400 and 500 nW/um^2, for reference.
- Looking at hold timing, the worst path starts from counter[26].
- According to the timing report, the critical path is launched from outcnt[2].
- The final wirelength is 1793 um, for reference.
- For this design, the CTS-stage hold fixing added 0 buffers.
- The worst hold path belongs to the class flop to flop.
- Once placement completed, the tool counted placed cells totaling about 190.
- Once the clock tree was built, the setup fixing pass inserted 0 buffers.
- The sequential fraction of the synthesis area is 0.5429, for reference.
- In the final report, the number of endpoints failing setup comes to 0.
- The count of instantiated cells in the yosys netlist is about 110, for reference.
- The fraction of synthesized area in multiplexers is 0, for reference.
- The via count of the first global-routing pass is around 760, for reference.
- The core box area is 6277 sq um, for reference.
- By instance count after routing, the leading logic cell types are dfxtp_1, xor2_1, xnor2_1.
- The post-synthesis share of cell area spent on and-or and or-and gates is 0, for reference.
- The number of max-slew violations in the final report is 0, for reference.
- Per the OpenROAD power report, leakage power amounts to about 0.00053 uW.
- The count of buffers added on input and output ports is 5.
- The main logic family after synthesis is simple AND/OR/NAND/NOR gates, for reference.
- The final tally of hold violations is 0, for reference.
- The final standard cell count with taps included and fillers excluded is slightly below 200, for reference.
- The core occupancy in the finished layout is 0.2262, for reference.
- The average cell area after synthesis is around 11 sq um, for reference.
- Per the synthesis report, the XOR/XNOR share of the synthesized area is 0.2153.
- Per the synthesis report, the number of distinct cell types is 17.
- For this run, the chip area from Yosys synthesis comes to 1180 sq um.
- The total design power is between 600 and 700 uW, for reference.
- On the reported timing paths, the clock transition at the registers reads approximately 0.060 ns.
- The share of synthesized cell area in and, or, nand and nor gates is 0.2280, for reference.
- Using the TritonRoute via totals, the vias-per-cell ratio works out to approximately 3.9.
- The count of H-tree levels built during CTS is 2, for reference.
- The number of antenna violations at the first check in global routing is 0, for reference.
- Across all stage logs, warnings added up to 25.
- The wire length of the first global-routing pass is between 3000 and 4000 um, for reference.
- The worst register-to-register path begins at counter[0].
- The cell chosen for the clock root is clkbuf_8, for reference.
- The report counts max-capacitance violations totalling 0.
report_power, final:
part	total [uW]	switching, uW	internal [uW]
Clock	280	125	155
Sequential	354	0	354
Combinational	0.000224	0	0
worst paths after layout:
kind / endpoint / slack [ns] / depth (start not counted)
worst max register to register: counter[26] / 1.89 / 5
worst min-delay path: outcnt[4] / 0.37 / 0
worst max-delay path: LED3 / 1.64 / 2
worst min register to register: outcnt[4] / 0.37 / 0
layout make-up:
class                           instances  area, sq um
Fill cell                             680         4857
Sequential cell                        32        640.6
Multi-Input combinational cell         76        535.5
Tap cell                               77        96.34
Clock buffer                            7        86.33
Timing Repair Buffer                    5        50.05
Clock inverter                          1        7.507
Inverter                                1        3.754
worst max-delay path, cell delays in order, from the launching register on:
cell and delay (ns):
dfxtp_1 0.35, xor2_1 0.14, clkdlybuf4s50_1 0.47
kinds of logic after synthesis:
| group | count (synthesis) |
|---|---|
| flip-flops | 32 |
| AND/OR/NAND/NOR | 46 |
| XOR/XNOR | 29 |
| adder cells (fa/ha/maj) | 1 |
| buffers and inverters | 1 |
flip-flops by register name (all words and copies together) (netlist names):
name	cells
counter	27
outcnt	5
routing by layer:
metal / wire length, um / global-route usage / up-vias
met5: 0 / 0 / -
met4: 37 / 0.007609 / 0
met3: 139 / 0.01874 / 7
met2: 730 / 0.05674 / 12
met1: 885 / 0.04963 / 347
li1: - / - / 405
stage by stage:
stage / area (sq um) / hold WS, ns / worst slack, ns
floorplan: 1180 / 0.3489 / 1.980
global route: 1420 / 0.3791 / 1.558
detailed placement: 1326 / 0.3626 / 1.906
CTS: 1420 / 0.3716 / 1.611
global placement: 1326 / 0.3617 / 1.898
finish: 1420 / 0.3709 / 1.635
cell usage after synthesis:
master | number | share of area
nand3_2 | 1 | 0.0085
dfxtp_1 | 32 | 0.54
and4_1 | 2 | 0.015
nand2_2 | 1 | 0.0053
nand4_1 | 10 | 0.053
xnor2_1 | 13 | 0.097
nand3_1 | 10 | 0.042
nand2_1 | 6 | 0.019
nor4_1 | 3 | 0.016
nor2_1 | 5 | 0.016
and3_1 | 1 | 0.0053
nor3_2 | 3 | 0.025
xor2_1 | 16 | 0.12
inv_1 | 1 | 0.0032
or4_4 | 1 | 0.0095
ha_1 | 1 | 0.011
nor3_1 | 3 | 0.013
No activity file was given, so power comes from the tool's default toggle rates.
